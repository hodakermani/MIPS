<file path="./design.v">
module CalcMemAddress(input[31:0] addrIN, output[31:0] addrOut);
	wire[31:0] tempOut;
	assign tempOut = addrIN - 1024;
	assign addrOut = {2'd0,tempOut[31:2]};
endmodule
</file>
<file path="./run.sh">
#!/bin/bash
# OpenROAD 26Q1-2900-gdf79404cd8, Yosys 0.63+post, stock flow scripts
make -C /OpenROAD-flow-scripts/flow DESIGN_CONFIG=/design/flow/config.mk WORK_HOME=/design/flow/orfs finish
</file>
<file path="./config.mk">
export PLATFORM = sky130hd
export DESIGN_NAME = CalcMemAddress
export DESIGN_NICKNAME = CalcMemAddress
export VERILOG_FILES = /design/flow/design.v
export SDC_FILE = /design/flow/constraint.sdc
export NUM_CORES = 4
export LEC_CHECK = 1
export CORE_AREA = 10 10 70 70
export DIE_AREA = 0 0 80 80
</file>
<file path="./constraint.sdc">
current_design CalcMemAddress

set clk_period 7.9
set clk_io_pct 0.2

create_clock -name clk0 -period $clk_period

set non_clock_inputs [all_inputs -no_clocks]
set_input_delay [expr $clk_period * $clk_io_pct] -clock clk0 $non_clock_inputs
set_output_delay [expr $clk_period * $clk_io_pct] -clock clk0 [all_outputs]
</file>
==> notes.md <==
run results: CTS Hold Bufs 0, Final WS setup 2341 ps, residual DRC count 0, Crit Path Category in -> out, final hold viol count 0, Initial DRC Count 4, RSZ-0062 raised after global routing no, Worst Path Arrival 3980 ps, Die Height about 80 um, OpenROAD warning count 34, Ant. Diodes 0, cell area after synthesis 475.5 um^2, vias in the first global route 581, port bufs 44, GRT Resource Usage Total 5.126%, Ys Warns 0, FP Util between 10% and 20%, # Cells Yosys between 60 and 70, Max Fclk 0.1799 GHz, LEAKAGE 0.3333 nW, dominant logic cell type in the layout clkdlybuf4s50_1, die width roughly 80 um, YS chip area 475.5 um^2, fraction of layout cells with a size suffix above 1 5.825%, Max-Cap Viols 0, utilization after layout roughly a quarter, Layout clock buffers 0, Setup crit end kind primary output, synth-to-layout area growth 88.68%, worst hold path class in -> out, GRT met2 Usage 8.989%, FILL cells about 370, met3 Use GR 1.932%, Top Layout Cells clkdlybuf4s50_1 (44), xor2_1 (15), nor2_1 (8), nand2_1 (6), nor3_1 (6), Cell Pwr Density 38.44 nW/um^2, dpl hpwl 1630 um, DIE AREA between 6000 and 7000 um^2, slew at the pin with the worst max-slew slack 542.3 ps, cell count after synthesis slightly below 70, remaining global-route overflow 0, I/O pin count ~64, Core Area 3416 um^2, minimum clock period ~5600 ps, CP max FO 9, vias per cell 3.664, fin crit share 70.37%, cts repair resizes 0, met1 Use GR 6.131%, CP required 6320 ps, Startpoint Class input port, first-pass GRT wire length 2746 um, Syn Area/Cell 6.891 um^2, GPL Wtd Cong 0.7340, post-DR wirelength/cell 11.90 um, Top Usage Layer GRT met2, hold_ws 3160 ps, post-CTS setup buffers 0, Cell Rows 21, critical path cell sequence clkdlybuf4s50_1 > or3_1 > or3_1 > nor4_1 > xor2_1 > clkdlybuf4s50_1, Vias 546, Worst slew margin 63.51%, Logic cell area roughly 390 um^2, initial antenna violation count 0, CP peak stage delay 490 ps, Total Wirelength 1773 um, Register Area 0 um^2, Sum Neg Setup Slack 0 ps, sequential cell area fraction in the yosys report 0%, drt pass-1 iters 3, Final ANT Viol Nets 0, count of cell types in the netlist 20, VDD IR-drop max 0.01629 mV, fin. max-slew vios 0, pin count of the biggest net entering global routing 10, flip-flops 0, Slowest-stage cell, CP or3_1, Post-Place Setup Slack approximately 2300 ps, outcome complete, no violations, endpoints failing setup 0
==> final cells by class <==
| type | instances | area share (%) |
|---|---|---|
| Timing Repair Buffer | 44 | 49.09 |
| Multi-Input combinational cell | 56 | 43.24 |
| Tap cell | 46 | 6.416 |
| Inverter | 3 | 1.255 |
==> cells in the mapped netlist <==
cell type	count	area share [%]
or3_4	1	2.4
or4_2	1	1.8
nor4_1	2	2.6
buf_4	10	16
conb_1	1	0.79
xnor2_1	3	5.5
nor4b_2	1	3.2
nand2_1	6	4.7
nand3_1	2	2.1
nor2_1	8	6.3
nor3_1	6	6.3
xor2_1	15	28
buf_2	1	1.1
inv_1	3	2.4
or3_1	3	3.9
o21ai_0	1	1.1
o31ai_1	1	1.6
nor4_2	2	5.3
or4b_4	1	2.9
ha_1	1	2.6
==> worst max-delay path: cells and delay by family <==
family	cells	cell delay (ps)
XOR/XNOR	1	180
buffers and inverters	2	940
AND/OR/NAND/NOR	3	1280
==> routing by layer <==
layer | wire [um] | vias up
met2 | 850 | 22
met1 | 716 | 235
met3 | 206 | 0
li1 | - | 289
met5 | 0 | -
met4 | 0 | 0
==> worst paths after layout <==
path | start | end | slack [ps] | depth (start not counted)
worst min-delay path | addrIN[2] | addrOut[0] | 3160 | 0
worst max-delay path | addrIN[19] | addrOut[23] | 2340 | 6
==> cell families after synthesis <==
| logic type | count (synthesis) | synth area share (%) |
|---|---|---|
| AND-OR/OR-AND | 2 | 2.631 |
| other | 1 | 0.7887 |
| adder cells (fa/ha/maj) | 1 | 2.631 |
| XOR/XNOR | 18 | 33.16 |
| buffers and inverters | 14 | 19.21 |
| AND/OR/NAND/NOR | 33 | 41.58 |
==> metrics by stage <==
stage / instances / total power, mW / instance area, um^2
6_report: 149 / 0.03449 / 897.1
5_1_grt: 149 / 0.03840 / 897.1
4_1_cts: 149 / 0.03558 / 897.1
3_5_place_dp: 149 / 0.03527 / 897.1
3_3_place_gp: 149 / 0.03516 / 897.1
2_1_floorplan: 70 / 0.009390 / 479.2
==> power by group <==
| group | switching (mW) | internal [mW] | leakage [nW] |
|---|---|---|---|
| clock network | 0 | 0 | 0 |
| logic | 0.0101 | 0.0244 | 0.333 |
| registers | 0 | 0 | 0 |
| total | 0.0101 | 0.0244 | 0.333 |
Power figures rest on the tool's default switching activity, not on a simulated workload.
